==> design.v <==
module get_mem
(
  addr,
  length,
  trig,
  complete,
  data,
  data_trig,
  read_count,
  Bus2IP_Clk,                      
  Bus2IP_Resetn,                   
  ip2bus_mstrd_req,                
  ip2bus_mstwr_req,                
  ip2bus_mst_addr,                 
  ip2bus_mst_be,                   
  ip2bus_mst_length,               
  ip2bus_mst_type,                 
  bus2ip_mst_cmdack,               
  bus2ip_mst_cmplt,                
  bus2ip_mstrd_d,                  
  bus2ip_mstrd_sof_n,              
  bus2ip_mstrd_eof_n,              
  bus2ip_mstrd_src_rdy_n,          
  bus2ip_mstrd_src_dsc_n,          
  ip2bus_mstrd_dst_rdy_n,          
  ip2bus_mstrd_dst_dsc_n,          
  ip2bus_mstwr_d,                  
  ip2bus_mstwr_rem,                
  ip2bus_mstwr_src_rdy_n,          
  ip2bus_mstwr_src_dsc_n,          
  ip2bus_mstwr_sof_n,              
  ip2bus_mstwr_eof_n,              
  bus2ip_mstwr_dst_rdy_n          
);  
parameter [2 : 0]
          IDLE                           = 3'd0,
          WAIT_READ                      = 3'd1,
          READ                           = 3'd2;
parameter BURST_BYTE                     = 1024;
parameter C_MST_NATIVE_DATA_WIDTH        = 32;
parameter C_LENGTH_WIDTH                 = 12;
parameter C_MST_AWIDTH                   = 32;
parameter C_SLV_DWIDTH                   = 32;
input      [C_MST_AWIDTH-1 : 0]           addr;
input      [C_LENGTH_WIDTH-1:0]           length;
input                                     trig;
output                                    complete;
output     [C_MST_NATIVE_DATA_WIDTH-1 : 0]data;
output                                    data_trig;
output reg [C_LENGTH_WIDTH-1 : 0]         read_count;
input                                     Bus2IP_Clk;
input                                     Bus2IP_Resetn;
output                                    ip2bus_mstrd_req;
output                                    ip2bus_mstwr_req;
output     [C_MST_AWIDTH-1 : 0]           ip2bus_mst_addr;
output     [(C_MST_NATIVE_DATA_WIDTH/8)-1 : 0] ip2bus_mst_be;
output     [C_LENGTH_WIDTH-1 : 0]         ip2bus_mst_length;
output                                    ip2bus_mst_type;
input                                     bus2ip_mst_cmdack;
input                                     bus2ip_mst_cmplt;
input      [C_MST_NATIVE_DATA_WIDTH-1 : 0] bus2ip_mstrd_d;
input                                     bus2ip_mstrd_sof_n;
input                                     bus2ip_mstrd_eof_n;
input                                     bus2ip_mstrd_src_rdy_n;
input                                     bus2ip_mstrd_src_dsc_n;
output                                    ip2bus_mstrd_dst_rdy_n;
output                                    ip2bus_mstrd_dst_dsc_n;
output     [C_MST_NATIVE_DATA_WIDTH-1 : 0] ip2bus_mstwr_d;
output     [(C_MST_NATIVE_DATA_WIDTH)/8-1 : 0] ip2bus_mstwr_rem;
output                                    ip2bus_mstwr_src_rdy_n;
output                                    ip2bus_mstwr_src_dsc_n;
output                                    ip2bus_mstwr_sof_n;
output                                    ip2bus_mstwr_eof_n;
input                                     bus2ip_mstwr_dst_rdy_n;
  reg        [2 : 0]                        state, next_state;
  reg        [C_LENGTH_WIDTH-1:0]           remaining_len;
  reg        [C_MST_AWIDTH-1 : 0]           addr_offset;
  wire                                       Bus2IP_Clk;
  wire                                       Bus2IP_Resetn;
  wire                                       ip2bus_mstrd_req;
  wire                                       ip2bus_mstwr_req;
  wire     [C_MST_AWIDTH-1 : 0]              ip2bus_mst_addr;
  wire     [(C_MST_NATIVE_DATA_WIDTH/8)-1:0] ip2bus_mst_be;
  wire     [C_LENGTH_WIDTH-1 : 0]        ip2bus_mst_length;
  wire                                       ip2bus_mst_type;
  wire                                       bus2ip_mst_cmdack;
  wire                                       bus2ip_mst_cmplt;
  wire     [C_MST_NATIVE_DATA_WIDTH-1 : 0]   bus2ip_mstrd_d;
  wire                                       bus2ip_mstrd_sof_n;
  wire                                       bus2ip_mstrd_eof_n;
  wire                                       bus2ip_mstrd_src_rdy_n;
  wire                                       bus2ip_mstrd_src_dsc_n;
  wire                                       ip2bus_mstrd_dst_rdy_n;
  wire                                       ip2bus_mstrd_dst_dsc_n;
  wire     [C_MST_NATIVE_DATA_WIDTH-1 : 0]   ip2bus_mstwr_d;
  wire     [(C_MST_NATIVE_DATA_WIDTH/8)-1:0] ip2bus_mstwr_rem;
  wire                                       ip2bus_mstwr_src_rdy_n;
  wire                                       ip2bus_mstwr_src_dsc_n;
  wire                                       ip2bus_mstwr_sof_n;
  wire                                       ip2bus_mstwr_eof_n;
  wire                                       bus2ip_mstwr_dst_rdy_n;
  reg                                        mst_cmd_sm_rd_req;
  reg        [C_LENGTH_WIDTH-1 : 0]          mst_cmd_length;
  assign ip2bus_mstrd_req  = mst_cmd_sm_rd_req;
  assign ip2bus_mstwr_req  = 0;
  assign ip2bus_mst_addr   = addr + addr_offset;
  assign ip2bus_mst_be     = 4'b1111;   
  assign ip2bus_mst_type   = mst_cmd_sm_rd_req;      
  assign ip2bus_mstrd_dst_dsc_n = 1;
  assign ip2bus_mst_length = mst_cmd_length;
  assign ip2bus_mstwr_sof_n = 1;
  assign ip2bus_mstwr_eof_n = 1;
  assign ip2bus_mstwr_src_rdy_n = 1;
  assign ip2bus_mstwr_src_dsc_n = 1'b1;
  assign ip2bus_mstwr_rem = 0;
  always@(posedge Bus2IP_Clk)
    begin
      if (Bus2IP_Resetn == 1'b0)
        state <= IDLE;
      else
        state <= next_state;
    end
	always@(*)
		begin
			case(state)
				IDLE: 
					begin
						if (trig)
							next_state = WAIT_READ;
						else
							next_state = IDLE;
					end
				WAIT_READ:
					begin
						if (bus2ip_mst_cmdack)
							next_state = READ;
						else
							next_state = WAIT_READ;
					end
				READ:
					begin
						if (!bus2ip_mst_cmplt)
							next_state = READ;
						else if (remaining_len > 0)
							next_state = WAIT_READ;
						else
							next_state = IDLE;
					end
				default:
					begin
						next_state = IDLE;
					end
			endcase
		end
  assign data = bus2ip_mstrd_d;
  assign data_trig = (state == READ && bus2ip_mstrd_src_rdy_n == 1'b0) ? 1'b1 : 0;
  assign complete = (state == IDLE ? 1'b1 : 0);
  always@(posedge Bus2IP_Clk)
    begin
      if (state == IDLE)
        addr_offset <= 0;
      else if (state == READ && bus2ip_mst_cmplt == 1)
        addr_offset <= addr_offset + BURST_BYTE;
      else
        addr_offset <= addr_offset;
    end
  always@(posedge Bus2IP_Clk)
    begin
      if (state == IDLE)
	      if (length > BURST_BYTE)
		      remaining_len <= length - BURST_BYTE;  
        else
		      remaining_len <= 0;
      else if (state == READ && bus2ip_mst_cmplt == 1)
	      if (remaining_len > BURST_BYTE)
          remaining_len <= remaining_len - BURST_BYTE;
        else
		      remaining_len <= 0;
      else
        remaining_len <= remaining_len;
    end
  always@(posedge Bus2IP_Clk)
    begin
	    if (state == IDLE)
        if (length <= BURST_BYTE)
          mst_cmd_length <= length;
        else
          mst_cmd_length <= BURST_BYTE;
      else if (state == READ && bus2ip_mst_cmplt == 1)
        if (remaining_len <= BURST_BYTE)
          mst_cmd_length <= remaining_len;
        else
          mst_cmd_length <= BURST_BYTE;
      else
          mst_cmd_length <= mst_cmd_length;
	 end
  always@(posedge Bus2IP_Clk)
    begin
      if (Bus2IP_Resetn == 1'b0 || next_state == READ)
        mst_cmd_sm_rd_req <= 0;
	    else if (state == WAIT_READ)
        mst_cmd_sm_rd_req <= 1;
			else
				mst_cmd_sm_rd_req <= mst_cmd_sm_rd_req;
    end
  assign ip2bus_mstrd_dst_rdy_n = (state == WAIT_READ || state == READ) ? 1'b0 : 1'b1;
  always@(posedge Bus2IP_Clk)
    begin
	    if (data_trig)
        read_count <= read_count + 1;
      else if(state == WAIT_READ)
        read_count <= 0;
      else
        read_count <= read_count;
    end
endmodule
==> run.sh <==
#!/bin/bash
# OpenROAD 26Q1-2900-gdf79404cd8, Yosys 0.63+post, stock flow scripts
make -C /OpenROAD-flow-scripts/flow DESIGN_CONFIG=/design/flow/config.mk WORK_HOME=/design/flow/orfs finish
==> config.mk <==
export PLATFORM = sky130hd
export DESIGN_NAME = get_mem
export DESIGN_NICKNAME = get_mem
export VERILOG_FILES = /design/flow/design.v
export SDC_FILE = /design/flow/constraint.sdc
export NUM_CORES = 4
export LEC_CHECK = 1
export CORE_UTILIZATION = 30
==> constraint.sdc <==
current_design get_mem

set clk_period 11.1
set clk_io_pct 0.2

create_clock -name clk0 -period $clk_period [get_ports {Bus2IP_Clk}]

set non_clock_inputs [all_inputs -no_clocks]
set_input_delay [expr $clk_period * $clk_io_pct] -clock clk0 $non_clock_inputs
set_output_delay [expr $clk_period * $clk_io_pct] -clock clk0 [all_outputs]
==> flow_summary.yaml <==
# yosys + openroad results
setup_path:
  ff2ff_setup_slack_ps: 9030
  criticalPathCategory: "input port to primary output"
  timing.rr.end: "addr_offset[26]"
  cp.required_ps: 8880
  worstPathMaxFanout: 3
  worstPathArrival_ps: 5460
  start_kind: "input port"
  r2r-start: "state[1]"
  end_kind: "primary output"
  worst-r2r-cell-count: 7
yosys:
  synthCells: 475
  yosysWarnings: 33
  flop_cell: "edfxtp_1"
  avgSynthCellArea_sq_um: 9.19
  area_leaders: "edfxtp_1, buf_4, dfxtp_1"
  yosysSeqAreaShare: 0.367
  yosys_area_sq_um: 4370
  synth_top_area_share: 0.248
  synth.cell_area_sq_um: 4370
  edf_count: 36
  synth.yosys.num_cells: 475
  yosysUniqueCellTypes: 49
  numSynthFlops: 62
  synth_top_cell_by_area: "edfxtp_1"
  async_flop_share: 0
sta:
  setup_slack_ps: 3420
  period_needed_ps: 7680
  hold_viol_final: 0
  rsz0062_at_grt: "no"
  worst_pin_slew_ps: 583
  fin_worst_skew_ps: 7.07
  setup_violations: 0
  period_used_share: 0.692
  slew_headroom: 0.610
  tns_ps: 0
  fmax_mhz: 130
  worst_hold_slack_ps: 510
  drv_slew: 0
flow_run:
  tool_warnings: 29
  maxCapViolCount: 0
grt:
  grt_pass1_vias: 2945
  grt_remaining_overflow: 0
  grt.total_usage: 0.120
  antenna_found_initial: 0
  grt_pass1_wl_microns: 14100
  grt_max_degree: 32
routing:
  drc: 0
  drt_pass1_iterations: 4
  wire_per_inst_microns: 12.5
  antenna_cells: 0
  via_per_inst: 4.55
  postRouteAntennaNets: 0
  drt-initial-drc-count: 148
  wirelength_microns: 8850
  vias: 3229
power_and_ir_drop:
  vdd_drop_max_mv: 0.0738
  switching_power_w: 0.000130
  swShare: 0.207
  sequentialPowerShare: 0.425
  p_int_w: 0.000496
  pwr_density_cell_nw_per_um2: 119
  leakage_nw: 2.13
  p_total_w: 0.000626
  clockPowerShare: 0.456
  combPwrFrac: 0.119
clock_tree:
  root_buffer: "clkbuf_16"
  clkTransAtPathRegs_ps: 50
  cts_buffer_depth: 2
  cts_setup_buffers: 0
  htreeDepth: 3
  clk_latency_ps: 320
  hold_buffers: 0
  cts_buffers: 9
  cts_tree: "done"
  clock_sinks: 62
  cts-resized-gates: 0
placement:
  portBuffers: 90
  place_hpwl_microns: 6940
  gp_congestion: 0.853
  place_area_sq_um: 4970
  dpl_worst_slack_ps: 3400
finish:
  areaGrowthSynthToFinish_pct: 20.8
  lay_top_count: "clkdlybuf4s50_1"
  finish.instance_area_sq_um: 5270
  nFillCells: 1323
  drive_gt1_frac: 0.0509
  mostFrequentLayoutCells: "clkdlybuf4s50_1, nor2_1, conb_1"
run_status:
  run_status: "completed"
min_path:
  hold-path-cell-count: 2
  min_path_type: "register to register"
  holdPathEnd: "addr_offset[26]"
  min_from: "addr_offset[26]"
floorplanning:
  die_area_sq_um: 15000
  core-area_sq_um: 14000
  die_w_microns: 123
  rows: 43
  fp_util: 0.311
  pin_count: 225
  dieHeight_microns: 123
[worst max-delay path, cell delays in order]
cell and delay [ps]:
clkdlybuf4s50_1 460, ha_1 200, inv_1 70, fa_1 390, nand2b_1 190, a2111oi_2 460, nor3_1 190, o21ai_1 290
nand3_1 150, o21ai_1 180, xor2_1 170, clkdlybuf4s50_1 470
[cells in the mapped netlist, types with 2 or more instances]
cell type  number
buf_4          90
nor2_1         48
edfxtp_1       36
nand2_1        36
xor2_1         28
dfxtp_1        26
a21oi_1        24
ha_1           23
xnor2_1        21
and2_1         14
inv_1          12
nand3_1        12
and3_1         11
a22o_1         10
o21ai_0        10
a21o_1          8
nand2b_1        6
nor3_1          6
nor4_1          5
clkbuf_1        4
nor2b_1         4
or3_1           4
nand4_1         3
o21bai_1        3
a211oi_1        2
a21oi_2         2
a221o_1         2
conb_1          2
o211ai_1        2
o21ai_1         2
[power groups by stage]
stage / Clock, W / Sequential, W / Combinational, W
4_1_cts: 0.000293 / 0.000266 / 0.0000752
5_1_grt: 0.000303 / 0.000268 / 0.0000828
6_report: 0.000286 / 0.000266 / 0.0000743
[through the flow]
stage | instances | utilization
CTS | 710 | 0.375
detailed placement | 695 | 0.354
global placement | 695 | 0.354
finish | 710 | 0.375
floorplan | 520 | -
global route | 710 | 0.375
[sequential cells by signal (all words and copies together), names as in the netlist]
| register | flops |
|---|---|
| addr_offset | 22 |
| mst_cmd_length | 12 |
| read_count | 12 |
| remaining_len | 12 |
| state | 3 |
| mst_cmd_sm_rd_req | 1 |
[how the worst max path moves through the flow]
stage | start | end | slack [ps] | cells after the start
after CTS | addr[10] | ip2bus_mst_addr[30] | 3390 | 12
after global routing | addr[10] | ip2bus_mst_addr[30] | 3230 | 12
final | addr[10] | ip2bus_mst_addr[30] | 3420 | 12
[kinds of logic after synthesis]
family,after synthesis,synth area share
other cells,2,0.00172
fa+ha+maj,24,0.0705
simple gates,155,0.170
compound gates,75,0.122
buf+inv,108,0.171
flops,62,0.367
xor+xnor,49,0.0983
[layout make-up]
| type | instances | area [sq um] | share of cell area |
|---|---|---|---|
| Tap cell | 180 | 225 | 0.0427 |
| Clock buffer | 9 | 225 | 0.0427 |
| Timing Repair Buffer | 91 | 908 | 0.172 |
| Multi-Input combinational cell | 350 | 2190 | 0.415 |
| Clock inverter | 6 | 77.6 | 0.0147 |
| Sequential cell | 62 | 1600 | 0.304 |
| Inverter | 12 | 45.0 | 0.00854 |
[per-layer routing]
layer	up-vias	global-route usage	wire [microns]
met3	19	0.0266	555
met2	126	0.179	3880
met1	1485	0.182	4200
met5	-	0	0
li1	1599	-	-
met4	0	0.0282	217
